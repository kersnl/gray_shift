$ cat /design/flow/config.mk
export PLATFORM = sky130hd
export DESIGN_NAME = ccgc_alg
export DESIGN_NICKNAME = ccgc_alg
export VERILOG_FILES = /design/flow/design.v
export SDC_FILE = /design/flow/constraint.sdc
export NUM_CORES = 4
export LEC_CHECK = 1
export CORE_UTILIZATION = 40
$ cat /design/flow/constraint.sdc
current_design ccgc_alg

set clk_period 1.5
set clk_io_pct 0.2

create_clock -name clk0 -period $clk_period [get_ports {clk}]

set non_clock_inputs [all_inputs -no_clocks]
set_input_delay [expr $clk_period * $clk_io_pct] -clock clk0 $non_clock_inputs
set_output_delay [expr $clk_period * $clk_io_pct] -clock clk0 [all_outputs]
$ cat /design/flow/design.v
`timescale 1ns / 1ps
module ccgc_alg(
    input clk,
    input rst,
    input frame_valid,
    input line_valid,
    input gray_ccp1_n,
    input gray_ccp2_n,
    input gray_ccp3_n,
    input gray_ccp4_n,
    input gray_ccp1_n_1,
    output K3_out,
    output [2:0]K1_out,
    output [3:0]K2_out,
    output K_valid,
    input gray_ccp1_valid
    );
reg IsEvenFrame;
reg gray_ccp1_corrected;
reg line_valid_r0;
reg line_valid_r1;
reg line_valid_r2;
reg line_valid_r3;
reg line_valid_r4;
reg line_valid_r5;
reg gray_ccp2_n_r0;
reg gray_ccp2_n_r1;
reg gray_ccp2_n_r2;
reg gray_ccp3_n_r0;
reg gray_ccp3_n_r1;
reg gray_ccp3_n_r2;
reg gray_ccp4_n_r0;
reg gray_ccp4_n_r1;
reg gray_ccp4_n_r2;
 reg ccgc_k3_r;
 reg gray_ccp1_n_r0;
reg gray_ccp1_corrected_r0;
 reg [2:0] V1;
 reg [2:0] K1;
 reg [3:0] V2;
 reg [3:0] IV2;
 reg [3:0] K2;
assign ccgc_k3_w=line_valid?(gray_ccp1_n^gray_ccp1_n_1):0;
always@(posedge clk)begin
     if(rst) ccgc_k3_r<=0;
     else ccgc_k3_r<=ccgc_k3_w;
end
 always@(posedge clk )begin
     if(rst) begin 
       line_valid_r0<=0;
       line_valid_r1<=0;
       line_valid_r2<=0;
       line_valid_r3<=0;
       line_valid_r4<=0;
       line_valid_r5<=0;
     end
     else begin
     line_valid_r0<=line_valid;
     line_valid_r1<=line_valid_r0;
     line_valid_r2<=line_valid_r1;
     line_valid_r3<=line_valid_r2;
     line_valid_r4<=line_valid_r3;
     line_valid_r5<=line_valid_r4;
     end
end
always@(posedge clk )begin
     if(rst) gray_ccp1_n_r0<=0;
     else if(line_valid)
     gray_ccp1_n_r0<=gray_ccp1_n;
     else gray_ccp1_n_r0<=gray_ccp1_n_r0;
end
always@(posedge clk )begin
     if(rst) begin
     gray_ccp2_n_r0<=0;
     gray_ccp2_n_r1<=0;
     gray_ccp2_n_r2<=0;
     end
     else begin
     gray_ccp2_n_r0<=gray_ccp2_n;
     gray_ccp2_n_r1<=gray_ccp2_n_r0;
     gray_ccp2_n_r2<=gray_ccp2_n_r1;
     end
end
always@(posedge clk )begin
     if(rst) begin
     gray_ccp3_n_r0<=0;
     gray_ccp3_n_r1<=0;
      gray_ccp3_n_r2<=0;
     end
     else begin
     gray_ccp3_n_r0<=gray_ccp3_n;
     gray_ccp3_n_r1<=gray_ccp3_n_r0;
     gray_ccp3_n_r2<=gray_ccp3_n_r1;
     end
end
always@(posedge clk )begin
     if(rst) begin
     gray_ccp4_n_r0<=0;
     gray_ccp4_n_r1<=0;
     gray_ccp4_n_r2<=0;
     end
     else begin
     gray_ccp4_n_r0<=gray_ccp4_n;
     gray_ccp4_n_r1<=gray_ccp4_n_r0;
     gray_ccp4_n_r2<=gray_ccp4_n_r1;
     end
end
reg frame_neg_r0,frame_neg_r1;
always @(posedge clk) begin
    if(rst)begin
       frame_neg_r0<=0;
       frame_neg_r1<=0;
    end
    else begin
       frame_neg_r0<=frame_valid;
       frame_neg_r1<=frame_neg_r0;
    end
end
assign frame_neg_w=frame_neg_r0&~frame_neg_r1;
always@(posedge clk )begin
     if(rst) IsEvenFrame<=0;
     else if(frame_neg_w)
      IsEvenFrame<=~IsEvenFrame;
end
always @(posedge clk) begin
    if(rst)begin
       gray_ccp1_corrected<=0;
    end
    else if(IsEvenFrame&&line_valid_r0)
       gray_ccp1_corrected<=ccgc_k3_r^gray_ccp1_n_r0;
    else if(~IsEvenFrame&&line_valid_r0)
       gray_ccp1_corrected<=0^gray_ccp1_n_r0;
end
always@(posedge clk )begin
     if(rst) begin
     gray_ccp1_corrected_r0<=0;
     end
     else begin
     gray_ccp1_corrected_r0<=gray_ccp1_corrected;
     end
end
always @(posedge clk ) begin
    if(rst)begin
       V1<=0;
    end
    else if(line_valid_r1)
      V1<={gray_ccp1_corrected,{2{1'b0}}}+{gray_ccp2_n_r1,1'b0}+gray_ccp3_n_r1;
    else 
      V1<=V1;
end
always @(posedge clk ) begin
    if(rst)begin
       K1<=0;
    end
    else if(line_valid_r2)begin
          case(V1) 
           3'd0:K1<=0;
           3'd1:K1<=1;
           3'd3:K1<=2;
           3'd2:K1<=3;
           3'd6:K1<=4;
           3'd7:K1<=5;
           3'd5:K1<=6;
           3'd4:K1<=7;
          endcase
        end
    else 
       K1<=K1;
end
always @(posedge clk ) begin
    if(rst)begin
       V2<=0;
    end
    else if(line_valid_r2)begin
      V2<={gray_ccp1_corrected_r0,{3{1'b0}}}+{gray_ccp2_n_r2,{2{1'b0}}}+{gray_ccp3_n_r2,1'b0}+gray_ccp4_n_r2;
        end
    else 
       V2<=V2;
end
always @(posedge clk) begin
    if(rst)begin
       IV2<=0;
    end
    else if(line_valid_r3)begin
      case(V2)
        4'd0:IV2<=0;
        4'd1:IV2<=1;
        4'd3:IV2<=2;
        4'd2:IV2<=3;
        4'd6:IV2<=4;
        4'd7:IV2<=5;
        4'd5:IV2<=6;
        4'd4:IV2<=7;
        4'd12:IV2<=8;
        4'd13:IV2<=9;
        4'd15:IV2<=10;
        4'd14:IV2<=11;
        4'd10:IV2<=12;
        4'd11:IV2<=13;
        4'd9:IV2<=14;
        4'd8:IV2<=15;
      endcase
        end
    else 
       IV2<=IV2;
end
always @(posedge clk) begin
    if(rst)begin
       K2<=0;
    end
    else if(line_valid_r4)begin
       K2<=(IV2+1)>>1;
        end
    else 
       K2<=K2;
end
assign K2_out=line_valid_r5?K2:'bx;
reg [4:0]K3_S;
always @(posedge clk ) begin
    if(rst)begin
       K3_S<=0;
    end
    else if(line_valid)begin
       K3_S<={K3_S[3:0],ccgc_k3_r};
        end
    else 
       K3_S<=K3_S;
end
assign K3_out=line_valid_r5?K3_S[4]:'bx;
reg [2:0]K1_r0;
reg [2:0]K1_r1;
always @(posedge clk) begin
    if(rst)begin
       K1_r0<=0;
       K1_r1<=0;
    end
    else begin
       K1_r0<=K1;
       K1_r1<=K1_r0;
        end
end
assign K1_out=line_valid_r5?K1_r1:'bx;
assign K_valid=line_valid_r5; 
endmodule
$ cat /design/flow/run.sh
#!/bin/bash
# OpenROAD 26Q1-2900-gdf79404cd8, Yosys 0.63+post, stock flow scripts
make -C /OpenROAD-flow-scripts/flow DESIGN_CONFIG=/design/flow/config.mk WORK_HOME=/design/flow/orfs finish
==> summary.txt <==
impl run done, here's what came out: status=complete, no violations, Leak=0.752 nW, dpl cell area=0.00192 mm², clock edge transition at the registers on the reported setup and hold paths=80 ps, post-synthesis chip area from yosys=0.00169 mm², Synth area leaders=dfxtp_1 (60%), mux2i_1 (9.5%), nor2b_1 (9.2%), fill count=376, CP Class=reg2out, CTS tree=built, crit path launch type=flip-flop, layout cell share with drive strength beyond 1=7.02%, switching power of the nets=0.000464 W, Total GRT Usage=11.9%, cells along the critical path=clkdlybuf4s50_1, vias in the first global route=933, sequential share of power=61.3%, # DRC=0, post-synth top area cell=dfxtp_1, clock latency on the worst-skew pair=290 ps, vias per cell=4.42, fmax=between 700 and 800 MHz, largest net degree at the start of global routing=34, yosys stat cell total=152, Overflow after GRT=0, hold-fix buffers at CTS=0, Dominant comb cell=simple AND/OR/NAND/NOR gates, Yosys top cell area share=60.4%, ys flops=51, setup_tns=0 ps, top post-synthesis cells by count=dfxtp_1 (51), nor2b_1 (25), nor2_1 (24), CP top delay family=buffers and inverters, die area=0.00449 mm², routed length per instance=9.96 µm, Avg Inst Size Synth=11.1 µm², # resized after CTS=0, Seq share, synth=60.4%, Antenna Nets Post-Route=0, Critical Path RT=1200 ps, total number of yosys warnings=3, sw frac=20.3%, Worst VDD drop=approximately 0.00059 V, RR Startpoint=V2[3]$_SDFFE_PP0P_, 1st-iter DRT viols=36, RSZ-0062 raised after global routing=false, asr flop ratio synth=0%, Setup Buffers After CTS=0, DR vias=976, floorplan utilization=42.0%, cells after synthesis=152, Worst Setup SP=K3_S[4]$_SDFFE_PP0P_, Adder Share, Synth=0.740%, Die Span X=67.0 µm, Critical Path AT=~1100 ps, number of logged tool warnings=26, die height=67.0 µm, # clock sinks=51, Placer Congestion=roughly 0.70, crit path time final=1390 ps, Compound Share, Synth=around 3.7%, Logic pwr share=under 10%, FP Rows=23, crit path max fanout=2, core area=0.00403 mm², Clk pwr share=34.2%, MUX share of area=10.1%, most common cell in the synthesized netlist=dfxtp_1, Main synth FF type=dfxtp_1, cell-internal power=roughly 0.0018 W, yosys xor share=5.99%, initial antenna violation count=0, Diodes inserted=0, Pre-antenna DRT Iters=4, H-tree Lvls=2, Root Buffer=clkbuf_8, Max Slew Vio Count=0, synthesized area=about 0.0017 mm², Slowest cell on crit path=clkdlybuf4s50_1, worst hold path type=reg2reg, min-delay src=K1_r0[1]$_SDFF_PP0_, CTS Buf Count=5, Setup-failing EPs final=0, area grow syn2layout=19.2%, number of I/O port buffers=17, Setup crit end kind=primary output, max_slew headroom=72.2%, Pwr Density=1130 mW/mm², first-pass GRT wire length=3970 µm, period utilization=92.4%, Crit path buffers/inverters=1, yosys simple share=16.6%, Post-Route Skew=between 5 and 6 ps, final number of hold-violating endpoints=0, Pwr Total=0.00229 W, Worst Tran Pin Value=416 ps, hpwl dp=1440 µm, IO Count=19, Cell Type Count=23, maxcap violations=0, clk buf depth=2, Post-synth EDFFs=0, critical path's largest stage delay=460 ps, final instance area=0.00202 mm², final WL=2200 µm
final cells by class:
cell class | count | area, µm² | share of cell area (%)
clock inverter | 1 | 8.76 | 0.434
multi-input combinational | 91 | 629 | 31.2
clock buffer | 7 | 86.3 | 4.28
sequential | 51 | 1020 | 50.6
inverter | 1 | 3.75 | 0.186
timing repair buffer | 20 | 205 | 10.2
tap | 50 | 62.6 | 3.10
final timing paths:
kind                         endpoint  slack [ps]  cells after the start
hold reg to reg   K1_r1[1]$_SDFF_PP0_         440                      1
hold / removal    K1_r1[1]$_SDFF_PP0_         440                      1
setup / recovery               K3_out         110                      1
setup reg to reg  IV2[0]$_SDFFE_PP0P_         190                      3
layout by cell type (no fill, tap or decap), types with 2 or more instances in the layout:
cell type,count
buf_4,2
mux2i_1,16
clkdlybuf4s50_1,17
dfxtp_1,51
xnor2_1,5
a211oi_1,5
clkbuf_8,6
nor2b_1,25
xor2_1,4
nor2_1,24
through the flow:
stage | std cells | hold slack (ps) | setup slack (ps) | util (%)
after floorplan | 152 | 379 | 306 | -
after global placement | 213 | 419 | 127 | 47.7
after detailed placement | 213 | 426 | 91.7 | 47.7
after CTS | 221 | 447 | 99.7 | 50.1
after global routing | 221 | 458 | 48.9 | 50.1
final | 221 | 441 | 113 | 50.1
kinds of logic after synthesis:
kind of cell | count (synthesis)
AND/OR/NAND/NOR | 55
flip-flops | 51
multiplexers | 17
XOR/XNOR | 10
buffers and inverters | 10
AND-OR/OR-AND | 8
adder cells (fa/ha/maj) | 1
metal layers:
| layer | wire length (µm) | track usage [%] |
|---|---|---|
| met4 | 25 | 1.86 |
| met3 | 98 | 4.17 |
| met5 | 0 | 0 |
| met2 | 924 | 17.9 |
| met1 | 1150 | 17.4 |
registers in the layout, indices dropped and copies added, names as in the netlist, 3 cells and up:
register,flops
K2,4
K3_S,5
K1_r1,3
K1_r0,3
V2,4
K1,3
IV2,4
V1,3
power groups by stage:
stage                 Clock, W  Sequential (W)  Combinational (W)
after CTS             0.000821         0.00140           0.000103
after global routing  0.000879         0.00141           0.000114
final                 0.000783         0.00140           0.000101
Power and IR drop assume default switching activity.
