==> ./design.v <==
`timescale 1ns / 1ps
module CORDIC_pipeline #(
    parameter NUMERATOR_WIDTH=21,
              DENOMINATOR_WIDTH=10,
				  NUMERATOR_FACTOR=11,
              ARCTAN_WIDTH=32
)    
(
    input clk,
    input rst,
    input in_valid,
    input signed[NUMERATOR_WIDTH-1:0]arctan_y_in,
    input signed[DENOMINATOR_WIDTH-1:0]arctan_x_in,
    output out_valid,
    output signed[ARCTAN_WIDTH-1:0]arctan_out
);
reg signed [15:0]delay_shift;
reg signed[ARCTAN_WIDTH-1:0]arctan_y;
reg signed[ARCTAN_WIDTH-1:0]arctan_x;
reg signed[ARCTAN_WIDTH-1:0]z0;
reg signed[ARCTAN_WIDTH-1:0]x1_r,y1_r,z1_r;
reg signed[ARCTAN_WIDTH-1:0]x2_r,y2_r,z2_r;
reg signed[ARCTAN_WIDTH-1:0]x3_r,y3_r,z3_r;
reg signed[ARCTAN_WIDTH-1:0]x4_r,y4_r,z4_r;
reg signed[ARCTAN_WIDTH-1:0]x5_r,y5_r,z5_r;
reg signed[ARCTAN_WIDTH-1:0]x6_r,y6_r,z6_r;
reg signed[ARCTAN_WIDTH-1:0]x7_r,y7_r,z7_r;
reg signed[ARCTAN_WIDTH-1:0]x8_r,y8_r,z8_r;
reg signed[ARCTAN_WIDTH-1:0]x9_r,y9_r,z9_r;
reg signed[ARCTAN_WIDTH-1:0]x10_r,y10_r,z10_r;
reg signed[ARCTAN_WIDTH-1:0]x11_r,y11_r,z11_r;
reg signed[ARCTAN_WIDTH-1:0]x12_r,y12_r,z12_r;
reg signed[ARCTAN_WIDTH-1:0]x13_r,y13_r,z13_r;
reg signed[ARCTAN_WIDTH-1:0]x14_r,y14_r,z14_r;
reg signed[ARCTAN_WIDTH-1:0]x15_r,y15_r,z15_r;
reg signed[ARCTAN_WIDTH-1:0]x16_r,y16_r,z16_r;
always@(*)begin
    if(rst) begin
	   arctan_x=0;
		arctan_y=0;
		z0=0;
		end
	else if(arctan_x_in[DENOMINATOR_WIDTH-1]&&!arctan_y_in[NUMERATOR_WIDTH-1])begin
	   arctan_x=~(arctan_x_in<<<NUMERATOR_FACTOR)+1;	
		arctan_y=~arctan_y_in+1;
		z0=0+32'd205887;
		end
	else if(arctan_x_in[DENOMINATOR_WIDTH-1]&&arctan_y_in[NUMERATOR_WIDTH-1])begin
		    arctan_x=~(arctan_x_in<<<NUMERATOR_FACTOR)+1;	
		    arctan_y=~arctan_y_in+1;
		    z0=0-32'd205887;
			 end
	else begin
		    arctan_x=arctan_x_in<<<NUMERATOR_FACTOR;		
		    arctan_y=arctan_y_in;
		    z0=0;
			 end
end
always@(posedge clk)begin
       if(arctan_y[ARCTAN_WIDTH-1])begin
          x1_r<=arctan_x-(arctan_y);
			 y1_r<=arctan_y+(arctan_x);
			 z1_r<=z0-32'd51471;
			 end
       else begin
          x1_r<=arctan_x+(arctan_y);
			 y1_r<=arctan_y-(arctan_x);
			 z1_r<=z0+32'd51471;
			end
end
always @(posedge clk )begin
       if(y1_r[ARCTAN_WIDTH-1])begin
          x2_r<=x1_r-(y1_r>>>1);
			 y2_r<=y1_r+(x1_r>>>1);
			 z2_r<=z1_r-32'd30385;
			 end
        else begin
          x2_r<=x1_r+(y1_r>>>1);
			 y2_r<=y1_r-(x1_r>>>1);
			 z2_r<=z1_r+32'd30385;
			 end
end
always @(posedge clk )begin
       if(y2_r[ARCTAN_WIDTH-1])begin
          x3_r<=x2_r-(y2_r>>>2);
			 y3_r<=y2_r+(x2_r>>>2);
			 z3_r<=z2_r-32'd16054;
			 end
        else begin
          x3_r<=x2_r+(y2_r>>>2);
			 y3_r<=y2_r-(x2_r>>>2);
			 z3_r<=z2_r+32'd16054;
			 end
end
always @(posedge clk )begin
       if(y3_r[ARCTAN_WIDTH-1])begin
          x4_r<=x3_r-(y3_r>>>3);
			 y4_r<=y3_r+(x3_r>>>3);
			 z4_r<=z3_r-32'd8149;
			 end
        else begin
          x4_r<=x3_r+(y3_r>>>3);
			 y4_r<=y3_r-(x3_r>>>3);
			 z4_r<=z3_r+32'd8149;
			 end
end
always @(posedge clk )begin
       if(y4_r[ARCTAN_WIDTH-1])begin
          x5_r<=x4_r-(y4_r>>>4);
			 y5_r<=y4_r+(x4_r>>>4);
			 z5_r<=z4_r-32'd4090;
			 end
        else begin
          x5_r<=x4_r+(y4_r>>>4);
			 y5_r<=y4_r-(x4_r>>>4);
			 z5_r<=z4_r+32'd4090;
			 end
end
always @(posedge clk )begin
       if(y5_r[ARCTAN_WIDTH-1])begin
          x6_r<=x5_r-(y5_r>>>5);
			 y6_r<=y5_r+(x5_r>>>5);
			 z6_r<=z5_r-32'd2047;
			 end
        else begin
          x6_r<=x5_r+(y5_r>>>5);
			 y6_r<=y5_r-(x5_r>>>5);
			 z6_r<=z5_r+32'd2047;
			 end
end
always @(posedge clk )begin
       if(y6_r[ARCTAN_WIDTH-1])begin
          x7_r<=x6_r-(y6_r>>>6);
			 y7_r<=y6_r+(x6_r>>>6);
			 z7_r<=z6_r-32'd1023;
			 end                
        else begin           
          x7_r<=x6_r+(y6_r>>>6);
			 y7_r<=y6_r-(x6_r>>>6);
			 z7_r<=z6_r+32'd1023;
			 end
end
always @(posedge clk )begin
       if(y7_r[ARCTAN_WIDTH-1])begin
          x8_r<=x7_r-(y7_r>>>7);
			 y8_r<=y7_r+(x7_r>>>7);
			 z8_r<=z7_r-32'd511;
			 end                
        else begin           
          x8_r<=x7_r+(y7_r>>>7);
			 y8_r<=y7_r-(x7_r>>>7);
			 z8_r<=z7_r+32'd511;
			 end
end
always @(posedge clk )begin
       if(y8_r[ARCTAN_WIDTH-1])begin
          x9_r<=x8_r-(y8_r>>>8);
			 y9_r<=y8_r+(x8_r>>>8);
			 z9_r<=z8_r-32'd255;
			 end
        else begin
          x9_r<=x8_r+(y8_r>>>8);
			 y9_r<=y8_r-(x8_r>>>8);
			 z9_r<=z8_r+32'd255;
			 end
end
always @(posedge clk )begin
       if(y9_r[ARCTAN_WIDTH-1])begin
          x10_r<=x9_r-(y9_r>>>9);
			 y10_r<=y9_r+(x9_r>>>9);
			 z10_r<=z9_r-32'd127;
			 end
        else begin
          x10_r<=x9_r+(y9_r>>>9);
			 y10_r<=y9_r-(x9_r>>>9);
			 z10_r<=z9_r+32'd127;
			 end
end
always @(posedge clk )begin
       if(y10_r[ARCTAN_WIDTH-1])begin
          x11_r<=x10_r-(y10_r>>>10);
			 y11_r<=y10_r+(x10_r>>>10);
			 z11_r<=z10_r-32'd63;
			 end
        else begin
          x11_r<=x10_r+(y10_r>>>10);
			 y11_r<=y10_r-(x10_r>>>10);
			 z11_r<=z10_r+32'd63;
			 end    
end
always @(posedge clk )begin
       if(y11_r[ARCTAN_WIDTH-1])begin
          x12_r<=x11_r-(y11_r>>>11);
			 y12_r<=y11_r+(x11_r>>>11);
			 z12_r<=z11_r-32'd31;
			 end
        else begin
          x12_r<=x11_r+(y11_r>>>11);
			 y12_r<=y11_r-(x11_r>>>11);
			 z12_r<=z11_r+32'd31;
			 end
end
always @(posedge clk )begin
       if(y12_r[ARCTAN_WIDTH-1])begin
          x13_r<=x12_r-(y12_r>>>12);
			 y13_r<=y12_r+(x12_r>>>12);
			 z13_r<=z12_r-32'd15;
			 end
        else begin
          x13_r<=x12_r+(y12_r>>>12);
			 y13_r<=y12_r-(x12_r>>>12);
			 z13_r<=z12_r+32'd15;
			 end
end
always @(posedge clk )begin
       if(y13_r[ARCTAN_WIDTH-1])begin
          x14_r<=x13_r-(y13_r>>>13);
			 y14_r<=y13_r+(x13_r>>>13);
			 z14_r<=z13_r-32'd7;
			 end
        else begin
          x14_r<=x13_r+(y13_r>>>13);
			 y14_r<=y13_r-(x13_r>>>13);
			 z14_r<=z13_r+32'd7;
			 end
end
always @(posedge clk )begin
       if(y14_r[ARCTAN_WIDTH-1])begin
          x15_r<=x14_r-(y14_r>>>14);
			 y15_r<=y14_r+(x14_r>>>14);
			 z15_r<=z14_r-32'd3;
			 end
        else begin
          x15_r<=x14_r+(y14_r>>>14);
			 y15_r<=y14_r-(x14_r>>>14);
			 z15_r<=z14_r+32'd3;
			 end
end
always @(posedge clk )begin
       if(y15_r[ARCTAN_WIDTH-1])begin
          x16_r<=x15_r-(y15_r>>>15);
			 y16_r<=y15_r+(x15_r>>>15);
			 z16_r<=z15_r-32'd1;
			 end
        else begin
          x16_r<=x15_r+(y15_r>>>15);
			 y16_r<=y15_r-(x15_r>>>15);
			 z16_r<=z15_r+32'd1;
			 end
end
always@(posedge clk)begin
   if(rst)
	   delay_shift<=0;
	else 
	    delay_shift<={delay_shift[14:0],in_valid};
end
assign out_valid=delay_shift[15];
assign arctan_out=z16_r;
endmodule
==> ./run.sh <==
#!/bin/bash
# OpenROAD 26Q1-2900-gdf79404cd8, Yosys 0.63+post, stock flow scripts
make -C /OpenROAD-flow-scripts/flow DESIGN_CONFIG=/design/flow/config.mk WORK_HOME=/design/flow/orfs finish
==> ./config.mk <==
export PLATFORM = sky130hd
export DESIGN_NAME = CORDIC_pipeline
export DESIGN_NICKNAME = CORDIC_pipeline
export VERILOG_FILES = /design/flow/design.v
export SDC_FILE = /design/flow/constraint.sdc
export NUM_CORES = 4
export LEC_CHECK = 1
export CORE_UTILIZATION = 40
==> ./constraint.sdc <==
current_design CORDIC_pipeline

set clk_period 15.8
set clk_io_pct 0.2

create_clock -name clk0 -period $clk_period [get_ports {clk}]

set non_clock_inputs [all_inputs -no_clocks]
set_input_delay [expr $clk_period * $clk_io_pct] -clock clk0 $non_clock_inputs
set_output_delay [expr $clk_period * $clk_io_pct] -clock clk0 [all_outputs]
==> results.ini <==
[run_status]
outcome = completed

[worst_setup_path]
crit_type = input port to flop
timing.critical_path.from = arctan_y_in[5]
worstSetupStartpointType = input port
path_buffers = 2
end_kind = flop
path_cells = clkdlybuf4s50_1 > or4_4 > or4_1 > or3_4 > or4_1 > o31ai_1 > or2_1 > nand2_1 > nand2_1 > inv_1 > ha_1 > nor4_1 > a21boi_0 > o41a_1 > a221o_1 > a221oi_1 > a21o_1 > a21oi_1
cp.arrival_ps = 9040
crit_family = simple AND/OR/NAND/NOR gates
max_stage_delay_ps = 620
required_ps = 16480
r2r_start = y3_r[8]$_DFF_P_
reg2reg_slack_ps = 10670
crit_path_top_delay_cell = ha_1
crit_path_max_fanout = 15

[final_timing]
slew_headroom_pct = 33.99
fin_tns_setup_ps = 0
hold_viol = 0
rsz0062_at_grt = false
postLayoutSetupSlackWorst_ps = 7443
skew_ps = 42.85
final.period_utilization_pct = 52.90
holdWs_ps = 377.3
drv_slew = 0
finalSetupViolCount = 0
max_freq_ghz = 0.1197
fin_crit_ps = 8357
worstMarginPinSlew_ps = 981.1

[layout]
layout-drive-gt1-share_pct = 3.740
fillers = 25320
final_cells = 16300
logic_area_um2 = 74330
syn_to_final_growth_pct = 10.10
fin_util_pct = 44.47
regArea_um2 = 28140
finalInstanceArea_um2 = 115800

[routing]
vias = 85930
drc = 0
wl_um = 254900
wire_per_inst_um = 15.64
antenna_left = 0
dr.pass1.iters = 5
viasPerCell = 5.270
drt_iter0_drc = 4370

[clock_tree]
clkSlewWorstSetupHoldPaths_ps = 70
cts_max_level = 4
holdBufCountCts = 0
post-cts-setup-buffer-count = 0
cts_resized = 0
cts-root-buf = clkbuf_16
cts_buffers = 167
clockBufferDepth = 4
clock_sinks = 1405
cts_tree = built
insertion_delay_ps = 840

[placed_design]
place_ws_ps = 6597
portBuffers = 66
post-dp-hpwl_um = 206900
postPlaceCellArea_um2 = 110100
placed_cells = 16020
gp_congestion = 0.9499

[synth]
async_reset_ff_share_pct = 0
postSynthAreaPerCell_um2 = 8.398
yosys_warnings = 1
numSynthFlops = 1405
ys_seq_share_pct = 26.74
flop_cell = dfxtp_1
synth.distinct_cells = 91
ys_area_um2 = 105200
yosys_cells = 12520
edf_count = 0
syn-instance-count = 12520
netlist_area_um2 = 105200

[global_routing]
grt_antenna_before_repair = 4
grt_usage_pct = 19.50
grt_max_degree = 60
grt_pass1_vias = 81260
grt_pass1_wl_um = 418100
overflow = 0

[run]
cap_violations = 0
warnings = 71

[floorplanning]
fp_util_pct = 40.39
fp-row-count = 187
die_h_um = 514.8
die-area_um2 = 265000
die_w_um = 514.8
io_pins = 67
core_area_um2 = 260400

[min_path]
hold_path.class = flop to flop
holdCritStartpoint = z4_r[0]$_DFF_P_

-- synthesized netlist by cell type (65+ instances only) --
| cell type | number | area [µm²] |
|---|---|---|
| o21bai_1 | 177 | 1329 |
| or3_1 | 65 | 406.6 |
| nand2_1 | 660 | 2477 |
| ha_1 | 1375 | 17200 |
| xnor2_1 | 1129 | 9888 |
| dfxtp_1 | 1405 | 28130 |
| inv_1 | 595 | 2233 |
| nor2_1 | 1157 | 4343 |
| nand3_1 | 199 | 996.0 |
| a21o_1 | 551 | 4136 |
| o211ai_1 | 81 | 608.1 |
| a31oi_1 | 145 | 907.1 |
| and3_1 | 127 | 794.5 |
| o21ai_0 | 553 | 2768 |
| nand2b_1 | 159 | 994.7 |
| a211oi_1 | 97 | 728.2 |
| nor4_1 | 109 | 681.9 |
| clkbuf_1 | 122 | 457.9 |
| nor2b_1 | 184 | 1151 |
| and2_1 | 93 | 581.8 |
| o21a_1 | 167 | 1254 |
| nor3_1 | 379 | 1897 |
| o31ai_1 | 71 | 533.0 |
| a21oi_1 | 1356 | 6787 |
| xor2_1 | 640 | 5605 |
-- cell type report --
cell class,instances,share of cell area [%]
repair buffers,119,0.9097
inverters,598,1.938
well taps,3496,3.777
flip-flops and latches,1405,24.30
multi-input cells,10400,64.19
diodes,1,0.002161
clock buffers,226,4.088
clock inverters,61,0.7952
-- cell families (layout without fill, tap and decap cells) --
| kind of cell | after synthesis | after routing | synth area share (%) |
|---|---|---|---|
| XOR/XNOR | 1769 | 1769 | 14.73 |
| multiplexers | 80 | 80 | 0.8053 |
| other | 2 | 31 | 0.007140 |
| buffers and inverters | 749 | 1004 | 2.691 |
| adder cells (fa/ha/maj) | 1419 | 1419 | 17.19 |
| AND-OR/OR-AND | 3676 | 3676 | 22.14 |
| flip-flops | 1405 | 1405 | 26.74 |
| AND/OR/NAND/NOR | 3424 | 3424 | 15.69 |
-- path summary, 6_finish.rpt --
check,endpoint,cells past startpoint
min reg2reg,z5_r[0]$_DFF_P_,0
max,x1_r[31]$_DFF_P_,18
min,z5_r[0]$_DFF_P_,0
max reg2reg,x4_r[31]$_DFF_P_,17
-- cell usage in the layout (no fill, tap or decap), drive strengths merged, types with 53 or more instances in the layout --
master / Yosys / layout
nand4: 60 / 60
nand2: 660 / 660
buf: 29 / 54
a31oi: 146 / 146
nand2b: 159 / 159
nor2b: 184 / 184
nand3: 199 / 199
nor2: 1159 / 1159
nor4: 111 / 111
inv: 596 / 600
xor2: 640 / 640
o21ai: 562 / 562
o21bai: 177 / 177
nor3: 379 / 379
and3: 127 / 127
dfxtp: 1405 / 1405
and2: 94 / 94
a211oi: 97 / 97
or2: 53 / 53
o21a: 167 / 167
clkdlybuf4s50: 0 / 65
xnor2: 1129 / 1129
clkbuf: 122 / 226
ha: 1375 / 1375
o211ai: 81 / 81
o31ai: 71 / 71
a21o: 551 / 551
or3: 66 / 66
a21oi: 1356 / 1356
-- layer usage --
metal,global-route usage [%],share of wire (%),vias up
li1,-,-,45430
met1,26.33,46,38900
met2,33.69,48,1231
met3,1.932,3.2,373
met4,4.687,2.7,0
met5,0,0,-
