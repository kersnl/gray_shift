--- /design/flow/config.mk ---
export PLATFORM = sky130hd
export DESIGN_NAME = pipeline2_multiplication
export DESIGN_NICKNAME = pipeline2_multiplication
export VERILOG_FILES = /design/flow/design.v
export SDC_FILE = /design/flow/constraint.sdc
export NUM_CORES = 4
export LEC_CHECK = 1
export CORE_UTILIZATION = 30
--- /design/flow/constraint.sdc ---
current_design pipeline2_multiplication

set clk_period 5.8
set clk_io_pct 0.2

create_clock -name clk0 -period $clk_period [get_ports {clk}]

set non_clock_inputs [all_inputs -no_clocks]
set_input_delay [expr $clk_period * $clk_io_pct] -clock clk0 $non_clock_inputs
set_output_delay [expr $clk_period * $clk_io_pct] -clock clk0 [all_outputs]
--- /design/flow/design.v ---
`timescale 1ns / 1ps
module pipeline2_multiplication #(
         parameter MULTIPLIER_WIDTH=9,
			          MULTIPLICAND_WIDTH=13
)
(     
      input clk,
		input rst,
		input in_valid,
		input  signed[MULTIPLIER_WIDTH-1:0]  Multiplier_A,
		input  signed[MULTIPLICAND_WIDTH-1:0]Multiplicand_B,
		output mul_out_valid,
		output signed[MULTIPLIER_WIDTH+MULTIPLICAND_WIDTH-2:0]pipe_mul_out
    );
	reg signed[MULTIPLIER_WIDTH+MULTIPLICAND_WIDTH-2:0]pipe_mul1_high,pipe_mul1_low; 
	reg signed[MULTIPLIER_WIDTH+MULTIPLICAND_WIDTH-2:0]pipe_mul2;
	reg in_valid_R,in_valid_R1;
   reg signed[MULTIPLIER_WIDTH+MULTIPLICAND_WIDTH-2:0]pipe2_mul;
always @(posedge clk )begin
   if(rst)begin
      in_valid_R<=0;
		in_valid_R1<=0;
		end
	else begin
	   in_valid_R<=in_valid;
		in_valid_R1<=in_valid_R;
		end
end
always @(posedge clk )begin
   if(rst)
      pipe_mul1_high<=0;
	else if(in_valid)
	   pipe_mul1_high<=(Multiplier_A<<<12)-(Multiplier_A<<<5);
end 
always @(posedge clk )begin
   if(rst)
      pipe_mul1_low<=0;
	else if(in_valid)
	   pipe_mul1_low<=(Multiplier_A<<<9)+(Multiplier_A<<<2)+Multiplier_A;
end
always @(posedge clk )begin
   if(rst)
      pipe_mul2<=0;
	else if(in_valid_R)
	   pipe_mul2<=pipe_mul1_high-pipe_mul1_low;
end
assign pipe_mul_out=pipe_mul2;
assign mul_out_valid=in_valid_R1;
endmodule
--- /design/flow/run.sh ---
#!/bin/bash
# OpenROAD 26Q1-2900-gdf79404cd8, Yosys 0.63+post, stock flow scripts
make -C /OpenROAD-flow-scripts/flow DESIGN_CONFIG=/design/flow/config.mk WORK_HOME=/design/flow/orfs finish
==> qor.yml <==
layout_setup_ws_ps: 1644
min_path_type: "reg2reg"
status: "finished clean"
syn2layout_area_growth_pct: 18.75
firstDrtPassIters: 4
netlist.area_leader.share: 0.2829
relSlewSlack: 0.4673
cts_sinks: 58
top_cell: "nor2_1"
topCellsByArea: "dfxtp_1 28%, ha_1 16%, mux2i_1 7.3%, nor2_1 5.6%, xnor2_1 4.9%"
warnings: 45
rsz0062_at_grt: "false"
die_area_um2: 14150
ioPinCount: 47
fmax_mhz: 240.6
ys_warn_count: 1
hold_buffers: 0
ff2ff_path_depth: 9
r2r_slack_ps: 3210
antenna_found_initial: 0
dpl_worst_slack_ps: 1371
r2r-start: "pipe_mul1_low[6]"
finalHoldViolCount: 0
ys_chip_area_um2: 4104
grt_pass1_wl_um: 14560
critical_path_buf_inv_count: 3
reg2reg_to: "pipe_mul2[19]"
ff_type: "dfxtp_1"
ys_async_sr_fraction: 0
die_w_um: 119.0
place_congestion: 0.8718
critPathTopFamily: "buffers and inverters"
edf_count: 0
rows: 42
worstPathRequired_ps: 5980
synth_flops: 58
grt-ovfl-total: 0
grt_max_degree: 62
ys_cells: 480
syn_inst: 480
seqPwrFrac: 0.333
leakage_nw: 2.067
post-cts-setup-buffer-count: 0
arrival_ps: 4330
io_buffers: 33
core_area_um2: 13300
max_stage_delay_ps: 750
fin_skew_ps: 5.435
cp-end-kind: "register"
fp.dieH_um: 119.0
viasPerCell: 4.786
initial_core_util: 0.3087
cp.depth: 10
wl_per_cell_um: 12.47
antenna_cells: 0
postSynthSeqShare: 0.2829
cts_root_buf: "clkbuf_16"
cts_made_buffers: 9
tns_ps: 0
critPathLaunch: "Multiplier_A[8]"
detail-route-antenna-nets: 0
route.detailed.drc: 0
grt_pass1_vias: 2975
total_power_mw: 1.400
drive_gt1_frac: 0.05996
cts_resized: 0
synth.top_cells.by_count: "61 x nor2_1, 58 x dfxtp_1, 51 x ha_1"
final_area_um2: 4873
clk_pin_slew_ps: 50
drv_slew: 0
startpoint_type: "input port"
p_per_area_nw_per_um2: 287.3
cts_buffer_depth: 2
place_hpwl_um: 6366
worst_pin_slew_ps: 791.8
cts_tree: "yes"
crit_end: "pipe_mul1_low[14]"
synth.avg_cell_area_um2: 8.550
crit_chain: "clkdlybuf4s50_1 -> inv_1 -> ha_1 -> inv_1 -> ha_1 -> a21boi_0 -> a21boi_0 -> o21ai_0 -> mux2i_1 -> o311ai_0"
routed_wl_um: 8639
grt_use_total: 0.1269
hold_depth: 2
yosys.area.top_type: "dfxtp_1"
switching_share: 0.3231
cts.htree.levels: 3
drt_iter0_markers: 160
peakVddDrop_v: 0.0001370
fin_hold_ws_ps: 457.0
clkLatencyLatePin_ps: 320
slowest_stage: "clkdlybuf4s50_1"
p_int_mw: 0.9478
finalCriticalPeriod_ps: 4156
syn_area_um2: 4104
crit_type: "in2reg"
ys_types: 53
comb_power_share: 0.321
p_sw_mw: 0.4524
crit_fanout: 11
max_cap_viol_count: 0
vias: 3317
p_clk_frac: 0.346
postPlaceCellArea_um2: 4593
setup_viol: 0
fin_crit_sh: 0.7166
-- layer usage --
layer	track usage	share of wire	routed length (µm)	up-vias
met5	0	0	0	-
met4	0.02848	0.023	199	0
met1	0.2021	0.53	4618	1462
met2	0.1824	0.40	3414	71
li1	-	-	-	1769
met3	0.01712	0.047	406	15
-- flip-flops by register name (all words and copies together), names as in the netlist --
name / cells
in_valid_R: 1
in_valid_R1: 1
pipe_mul1_high: 15
pipe_mul1_low: 20
pipe_mul2: 21
-- final cells by class --
type	instances	area, µm²
flip-flops and latches	58	1161
well taps	176	220.2
fillers	1305	8422
inverters	30	112.6
clock buffers	9	225.2
clock inverters	7	55.05
repair buffers	36	342.8
multi-input cells	377	2756
-- worst min-delay path by stage --
stage	from	to	slack, ps
after CTS	pipe_mul1_low[15]	pipe_mul1_low[15]	460
after global routing	pipe_mul2[12]	pipe_mul2[12]	480
final	pipe_mul1_low[15]	pipe_mul1_low[15]	460
-- power groups by stage --
stage / logic [mW] / registers [mW] / clock network (mW)
final: 0.449 / 0.467 / 0.484
after global routing: 0.505 / 0.473 / 0.519
after CTS: 0.451 / 0.467 / 0.497
-- cell usage in the layout (no fill, tap or decap), drive strengths merged, types with 9 or more instances in the layout --
cell type | netlist | final
xor2 | 15 | 15
clkbuf | 11 | 9
a21o | 11 | 11
o21ai | 21 | 21
nor3 | 9 | 9
nand2 | 24 | 24
xnor2 | 23 | 23
mux2i | 30 | 30
a211oi | 11 | 11
a21oi | 30 | 30
nor2 | 61 | 61
ha | 51 | 51
clkdlybuf4s50 | 0 | 31
nand2b | 13 | 13
dfxtp | 58 | 58
inv | 30 | 31
-- worst register-to-register path, delay by kind of cell, from the launching register on --
family,cells,cell delay [ps]
fa+ha+maj,1,350
compound gates,7,1740
buf+inv,1,50
flops,1,350
-- per-stage QoR --
step | utilization | instances
after floorplan | - | 480
after global placement | 0.3455 | 677
after detailed placement | 0.3455 | 677
after CTS | 0.3666 | 693
after global routing | 0.3666 | 693
final | 0.3666 | 693
-- logic make-up (layout without fill, tap and decap cells) --
group	Yosys count	count (layout)	share of synthesized area
AND/OR/NAND/NOR	142	142	0.1707
AND-OR/OR-AND	114	114	0.1814
flip-flops	58	58	0.2829
adder cells (fa/ha/maj)	53	53	0.1652
buffers and inverters	45	82	0.04543
XOR/XNOR	38	38	0.08110
multiplexers	30	30	0.07317
Power figures rest on the tool's default switching activity, not on a simulated workload.
